==> flow/design.v <==
`timescale 1ns / 1ps
module subtraction_display (
    input  [3:0] SW7_4,    
    input  [3:0] SW3_0,    
    output [6:0] SEG1,     
    output [6:0] SEG5,     
    output       DK1_EN,   
    output       DK5_EN    
);
  wire [4:0] result;  
  wire [3:0] tens;    
  wire [3:0] units;   
  assign DK1_EN = 1;
  assign DK5_EN = 1;
  assign result = SW7_4 - SW3_0;
  binary_to_bcd bcd_converter (
      .binary(result),
      .tens  (tens),
      .units  (units)
  );
  bcd_to_7segment seg1 (
      .decimal(tens),
      .segment(SEG1)
  );
  bcd_to_7segment seg5 (
      .decimal(units),
      .segment(SEG5)
  );
endmodule
module binary_to_bcd (
    input [4:0] binary,
    output reg [3:0] tens,
    output reg [3:0] units
);
  always @(*) begin
    tens = binary / 10;
    units = binary % 10;
  end
endmodule
module bcd_to_7segment (
    input [3:0] decimal,
    output reg [6:0] segment
);
  always @(*) begin
    case (decimal)
      4'd0: segment = 7'b0111111;
      4'd1: segment = 7'b0000110;
      4'd2: segment = 7'b1011011;
      4'd3: segment = 7'b1001111;
      4'd4: segment = 7'b1100110;
      4'd5: segment = 7'b1101101;
      4'd6: segment = 7'b1111101;
      4'd7: segment = 7'b0000111;
      4'd8: segment = 7'b1111111;
      4'd9: segment = 7'b1101111;
      default: segment = 7'b0000000;   
    endcase
  end
endmodule
==> flow/run.sh <==
#!/bin/bash
# OpenROAD 26Q1-2900-gdf79404cd8, Yosys 0.63+post, stock flow scripts
make -C /OpenROAD-flow-scripts/flow DESIGN_CONFIG=/design/flow/config.mk WORK_HOME=/design/flow/orfs finish
==> flow/config.mk <==
export PLATFORM = sky130hd
export DESIGN_NAME = subtraction_display
export DESIGN_NICKNAME = subtraction_display
export VERILOG_FILES = /design/flow/design.v
export SDC_FILE = /design/flow/constraint.sdc
export NUM_CORES = 4
export LEC_CHECK = 1
export CORE_AREA = 10 10 70 70
export DIE_AREA = 0 0 80 80
==> flow/constraint.sdc <==
current_design subtraction_display

set clk_period 8.1
set clk_io_pct 0.2

create_clock -name clk0 -period $clk_period

set non_clock_inputs [all_inputs -no_clocks]
set_input_delay [expr $clk_period * $clk_io_pct] -clock clk0 $non_clock_inputs
set_output_delay [expr $clk_period * $clk_io_pct] -clock clk0 [all_outputs]
==> results.cfg <==
; implementation run metrics
[run_status]
status = completed

[cells_and_area]
layoutNonFillerInstCount = 167
final_core_util = 0.290
area_delta_synth_final_pct = 30.1
seq_area_um2 = 0
clock_buffers = 0
final_cell_area_um2 = 990
drive_above_1_share = 0.0909
nFlopsAndLatches = 0
n_fill_cell = 391

[clock_network]
post_cts_buffers = 0
cts_hold_buf = 0
post_cts_resized = 0

[sta]
drv_slew = 0
fmax_mhz = 133
rsz0062_at_grt = no
finalCritPeriodShare = 0.927
tightest_slew_ns = 0.622
period_minus_slack_ns = 7.51
timing.setup.tns_ns = 0
final_hold_viol_count = 0
setup_violations = 0
max-slew-margin-rel = 0.584

[setup_path]
required_ns = 6.48
path_depth = 19
crit_fanout = 7
cp_cell_sequence = clkdlybuf4s50_1, inv_1, ha_1, inv_1, fa_1, nand2_1, a21oi_2, inv_1, ha_1, nand2b_1, nor2_1, o21ai_0, mux2i_1, a211oi_2, inv_1, ha_1, mux2_4, a21oi_1, clkdlybuf4s50_1
startpoint = SW7_4[0]
crit_path_start_kind = primary input
crit_type = in2out
critPathMostFrequentCell = inv_1
critical_path_buf_inv_count = 6
cp.arrival_ns = 5.89
critical_path.top_delay_family = buffers and inverters
cp-endpoint = SEG5[6]
cp-end-kind = primary output
cpPeakStageDelay_ns = 0.48
cp_slowest_cell = clkdlybuf4s50_1

[detailed_routing]
highest-signal-layer = met4
antenna_cells = 0
vias = 740
wl_per_cell_um = 9.96
wl_met2_um = 697
wl_mm = 1.66
drcViolationCount = 0
first_iter_violations = 57
dr.pass1.iters = 4
via_per_inst = 4.43
route.antenna.remaining_nets = 0
wl_met3_um = 151
met1_length_um = 796

[die]
num_rows = 21
dieArea_um2 = 6400
die_w_um = 80
initial_utilization = 0.223
core_area_um2 = 3420
fp.dieH_um = 80
io_pins = 24

[placed_design]
hpwl_mm = 1.45
placedCellCount = 167
io_buffer_count = 21
finalWeightedCongestion = 0.844
dpl_cell_area_um2 = 990

[logic_synthesis]
top_area_frac = 0.181
synthCells = 105
synth_area_per_cell_um2 = 7.25
yosys_cells = 105
yosysSeqAreaShare = 0
synth_area_um2 = 761
most_common_cell = nor2_1
ys_types = 34
netlist_top_cells_count = 14 x nor2_1, 11 x a21oi_1, 11 x ha_1, 11 x inv_1, 6 x nand2_1
top_cells_by_area = ha_1 18%, a21oi_1 7.2%, nor2_1 6.9%, inv_1 5.4%, mux2i_1 5.3%
synth_top_cell_by_area = ha_1
ys_warn_count = 2
synth_chip_area_um2 = 761

[grt]
grt_max_degree = 12
antenna_found_initial = 0
grt_first_pass_wirelength_mm = 2.80
gr-total-overflow = 0
grt_use_total = 0.0488
grt_pass1_vias = 660

[pwr]
vdd_drop_max_uv = 43.4
power.density_nw_per_um2 = 161
power_leakage_nw = 0.427
power_w = 0.000160

[job]
warnings = 37
drv_cap = 0

[min_path]
hp-class = in2out
[per-layer routing]
layer,GRT usage,vias up
met4,0.00528,0
met3,0.0102,2
met2,0.0795,27
li1,-,390
met1,0.0661,321
met5,0,-
[cells in the final DEF (no fill, tap or decap), types with 2 or more instances in the layout]
| cell type | Yosys | final |
|---|---|---|
| o21ai_1 | 2 | 2 |
| nor3_1 | 2 | 2 |
| nand2_1 | 6 | 6 |
| mux2_4 | 2 | 2 |
| inv_1 | 11 | 11 |
| ha_1 | 11 | 11 |
| xor2_1 | 2 | 2 |
| mux2i_1 | 4 | 4 |
| a31oi_1 | 3 | 3 |
| o21ai_0 | 4 | 4 |
| a21oi_1 | 11 | 11 |
| xnor2_2 | 2 | 2 |
| nor2_1 | 14 | 14 |
| conb_1 | 1 | 3 |
| o21bai_1 | 2 | 2 |
| clkdlybuf4s50_1 | 0 | 21 |
| nor2b_1 | 4 | 4 |
| nand2b_1 | 3 | 3 |
[worst min path at each step]
| stage | cells after the start | endpoint | startpoint | slack [ns] |
|---|---|---|---|---|
| after CTS | 5 | SEG5[2] | SW3_0[0] | 4.61 |
| after global routing | 5 | SEG5[2] | SW3_0[0] | 4.65 |
| final | 6 | SEG5[2] | SW7_4[0] | 4.59 |
[cell families (layout without fill, tap and decap cells)]
kind of cell | Yosys count | count (layout) | share of synthesized area
buf+inv | 18 | 32 | 0.115
simple gates | 33 | 33 | 0.201
fa+ha+maj | 12 | 12 | 0.207
xor+xnor | 4 | 4 | 0.0658
other cells | 1 | 3 | 0.00493
mux | 6 | 6 | 0.0921
compound gates | 31 | 31 | 0.314
[metrics by stage]
step	worst slack (ns)	hold slack (ns)
after floorplan	2.02	3.58
after detailed placement	0.613	4.60
final	0.590	4.59
after CTS	0.598	4.61
after global placement	0.693	4.59
after global routing	0.311	4.65
[layout make-up]
cell class / instances / area, um^2 / share of cell area
Multi-Input combinational cell: 89 / 681 / 0.688
Timing Repair Buffer: 21 / 210 / 0.212
Tap cell: 46 / 57.6 / 0.0582
Inverter: 11 / 41.3 / 0.0417
[report_power, final]
part           internal, W  switching (W)
Combinational    0.0000897      0.0000699
Clock                    0              0
Sequential               0              0
