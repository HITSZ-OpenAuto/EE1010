`/design/flow/config.mk`:
```
export PLATFORM = sky130hd
export DESIGN_NAME = bin_to_dec
export DESIGN_NICKNAME = bin_to_dec
export VERILOG_FILES = /design/flow/design.v
export SDC_FILE = /design/flow/constraint.sdc
export NUM_CORES = 4
export LEC_CHECK = 1
export CORE_UTILIZATION = 30
```
`/design/flow/constraint.sdc`:
```
current_design bin_to_dec

set clk_period 3.0
set clk_io_pct 0.2

create_clock -name clk0 -period $clk_period [get_ports {clk}]

set non_clock_inputs [all_inputs -no_clocks]
set_input_delay [expr $clk_period * $clk_io_pct] -clock clk0 $non_clock_inputs
set_output_delay [expr $clk_period * $clk_io_pct] -clock clk0 [all_outputs]
```
`/design/flow/design.v`:
```
`timescale 1ns / 1ps
module bin_to_dec (
    input clk,
    input update,
    input sw4,
    sw5,
    sw6,
    sw7,
    output [6:0] dk,
    output reg select_1,
    output reg select_2
);
  reg [26:0] divide_clk;
  reg cout_1s;
  reg [6:0] dkout_reg;
  reg [6:0] dk1_reg;
  reg [6:0] dk2_reg;
  reg state;
  always @(posedge clk) begin
    if (!update) {dk1_reg, dk2_reg} <= {dk1_reg, dk2_reg};
    else
      case ({
        sw7, sw6, sw5, sw4
      })
        4'b0000: {dk1_reg, dk2_reg} = 14'b11111101111110;
        4'b0001: {dk1_reg, dk2_reg} = 14'b01100001111110;
        4'b0010: {dk1_reg, dk2_reg} = 14'b11011011111110;
        4'b0011: {dk1_reg, dk2_reg} = 14'b11110011111110;
        4'b0100: {dk1_reg, dk2_reg} = 14'b01100111111110;
        4'b0101: {dk1_reg, dk2_reg} = 14'b10110111111110;
        4'b0110: {dk1_reg, dk2_reg} = 14'b10111111111110;
        4'b0111: {dk1_reg, dk2_reg} = 14'b11100001111110;
        4'b1000: {dk1_reg, dk2_reg} = 14'b11111111111110;
        4'b1001: {dk1_reg, dk2_reg} = 14'b11110111111110;
        4'b1010: {dk1_reg, dk2_reg} = 14'b11111100110000;
        4'b1011: {dk1_reg, dk2_reg} = 14'b01100000110000;
        4'b1100: {dk1_reg, dk2_reg} = 14'b11011010110000;
        4'b1101: {dk1_reg, dk2_reg} = 14'b11110010110000;
        4'b1110: {dk1_reg, dk2_reg} = 14'b01100110110000;
        4'b1111: {dk1_reg, dk2_reg} = 14'b10110110110000;
      endcase
  end
  always @(posedge clk) begin
    if (divide_clk < 1000000 - 1) begin
      divide_clk <= divide_clk + 1;
      cout_1s <= 1'b0;
    end else begin
      divide_clk <= 0;
      cout_1s <= 1'b1;
    end
  end
  always @(posedge clk) begin
    if (cout_1s) begin
      if (state == 0) begin
        dkout_reg <= dk1_reg;
        select_1 <= 1;
        select_2 <= 0;
        state <= 1;
      end else begin
        dkout_reg <= dk2_reg;
        select_1 <= 0;
        select_2 <= 1;
        state <= 0;
      end
    end
  end
  assign dk = dkout_reg;
endmodule
```
`/design/flow/run.sh`:
```
#!/bin/bash
# OpenROAD 26Q1-2900-gdf79404cd8, Yosys 0.63+post, stock flow scripts
make -C /OpenROAD-flow-scripts/flow DESIGN_CONFIG=/design/flow/config.mk WORK_HOME=/design/flow/orfs finish
```
==> GITHUB_STEP_SUMMARY <==
### Flow metrics

| Metric | Value |
|---|---|
| Outcome | finished, final reports clean |
| CP top delay family | simple AND/OR/NAND/NOR gates |
| Hold Buf Count CTS | 0 |
| Reg2reg end | divide_clk[18] |
| Share of cells above drive strength 1 | slightly below 8% |
| Type of the worst min-delay path | flip-flop to flip-flop |
| Iter 0 DRT Violations | about 74 |
| Area growth syn-to-layout | 18.3% |
| VDD IR max | 259 µV |
| Fin. Hold Viols | 0 |
| Number of core rows | 28 |
| Total gr overflow | 0 |
| Worst-path maximum fanout | 7 |
| DRC errors left | 0 |
| Mean post-synth cell area | around 10 µm² |
| Most frequent cells in the layout | dfxtp_1 (28), nor2_1 (18), edfxtp_1 (17) |
| Die Area | ~6700 µm² |
| CP cell instances | ha_1 -> nand2_4 -> or4_1 -> or4_1 -> a21oi_1 |
| Yosys reg bits | 45 |
| Hold Slack | ~470 ps |
| Num ports | 15 |
| Die extent in x | between 80 and 90 µm |
| CTS root buf | clkbuf_8 |
| Yosys warns | 1 |
| Placer Congestion | 0.751 |
| Post-synthesis cell count | 186 |
| CTS resizes | 0 |
| Total power | 0.00128 W |
| Yosys stat area | 1920 µm² |
| Worst Clk Skew | 6.69 ps |
| Via Count | 1,291 |
| # setup viols final | 0 |
| Seq share, synth | 55.8% |
| Pwr dens | 563 nW/µm² |
| Hold Path Depth | 1 |
| CP Launch Type | flip-flop |
| Clk latency late pin | ~290 ps |
| CP Capture Type | flip-flop |
| Sink Count | 45 |
| Pre-CTS setup slack | roughly 870 ps |
| Post-CTS Setup Inserts | 0 |
| F_max | between 0.4 and 0.5 GHz |
| Core Area | 6060 µm² |
| DR vias/cell | approximately 4.6 |
| Max Slew Vio Count | 0 |
| Tool Warnings | 30 |
| Initial Util | between 30% and 40% |
| CP max stage cell | or4_1 |
| Clock tree buffer depth | 2 |
| Crit path buf inv count | 0 |
| Ys cells | about 190 |
| H-tree depth | 2 |
| RSZ-0062 raised after global routing | no |
| Synthesized cell area | 1920 µm² |
| Overall Global Routing Usage | 9.56% |
| Number of global-route vias before repair | roughly 1.1k |
| Pre-antenna DRT Iters | 4 |
| CTS tree | built |
| ANT nets after route | 0 |
| Reg2reg path depth | 5 |
| Largest net degree at the start of global routing | 22 |
| Setup TNS | 0 ps |
| Post-DP Area | around 2100 µm² |
| Initial antenna violation count | 0 |
| Relative slew slack | roughly 46% |
| CP max stage delay | approximately 650 ps |
| Number of flip-flops in the largest register | 27 |
| Max-Cap Viols | 0 |
| Dominant register cell | dfxtp_1 |
| First-pass GRT wire length | between 4000 and 5000 µm |
| Number of enable flip-flop cells | 17 |
| R2r setup slk | 980 ps |
| Worst Tran Pin Value | 810 ps |
| Fin crit period | 2020 ps |
| Most used cell, CP | or4_1 |
| Setup ws final | roughly 1000 ps |
| Routed WL | ~2900 µm |
| Setup crit start | divide_clk[0] |
| Wire per inst | approximately 10 µm |
| Port bufs | 14 |
| Worst Hold End | divide_clk[0] |
| Critical Path RT | between 3000 and 4000 ps |
| Worst r2r src | divide_clk[0] |
| Ys async rst share | 0% |
| Unique cell types | 37 |
| Antenna diodes | 0 |
| Hold Startpoint | divide_clk[0] |
| Post-DP HPWL | approximately 2000 µm |
| WS Path Type | flip-flop to flip-flop |
| Post-layout period usage | approximately two thirds |
| Vertical die size | between 80 and 90 µm |
| Design area | around 2300 µm² |
| CTS buffer count | 5 |
| Clk slew on worst S/H paths | approximately 80 ps |
| Most frequent logic cell in the layout | dfxtp_1 |
| Worst EP arrival | between 2000 and 2500 ps |
| P_leak | between 0.7 and 0.8 nW |
-- synthesized netlist by cell type (3+ instances only) --
| cell type | count | share of area, % |
|---|---|---|
| dfxtp_1 | 28 | 29 |
| nor2_1 | 18 | 3.5 |
| edfxtp_1 | 17 | 27 |
| o21ai_0 | 16 | 4.2 |
| nand2_1 | 13 | 2.5 |
| inv_1 | 12 | 2.3 |
| a21oi_1 | 10 | 2.6 |
| nand3_1 | 8 | 2.1 |
| ha_1 | 7 | 4.6 |
| xnor2_1 | 7 | 3.2 |
| nand4_1 | 4 | 1.3 |
| nor3_1 | 4 | 1.0 |
| nor4_1 | 4 | 1.3 |
| xor2_1 | 4 | 1.8 |
| or3_1 | 3 | 0.98 |
-- routing by layer --
metal | vias to the layer above | GRT usage, % | share of wire [%]
met1 | 577 | 15.3 | 51
met3 | 6 | 2.25 | 3.0
met2 | 17 | 13.7 | 44
met4 | 0 | 1.58 | 2.1
met5 | - | 0 | 0
li1 | 691 | - | -
-- area by class of cell --
cell class	instances	area, µm²
timing repair buffer	14	140
inverter	12	45.0
sequential	45	1070
fill	599	3790
clock buffer	5	68.8
tap	75	93.8
clock inverter	3	65.1
multi-input combinational	129	786
-- worst register-to-register path, stage by stage, from the launching register on --
cell and delay, ps:
dfxtp_1 380, ha_1 270, nand2_4 80, or4_1 650
or4_1 440, a21oi_1 140
-- through the flow --
step | util (%) | instances
2_1_floorplan | - | 192
3_3_place_gp | 35.2 | 275
3_5_place_dp | 35.2 | 275
4_1_cts | 37.4 | 283
5_1_grt | 37.4 | 283
6_report | 37.4 | 283
-- cell families (layout without fill, tap and decap cells) --
family                   Yosys count  after routing  share of synthesized area [%]
AND-OR/OR-AND                     34             34                           10.0
AND/OR/NAND/NOR                   68             68                           18.9
adder cells (fa/ha/maj)            7              7                           4.57
XOR/XNOR                          11             11                           5.02
other                              1              7                          0.196
buffers and inverters             18             34                           4.37
multiplexers                       2              2                           1.04
flip-flops                        45             45                           55.8
-- where the power goes --
group          internal, W   total, W  switching, W
clock             0.000330   0.000529      0.000199
combinational    0.0000439  0.0000693     0.0000254
sequential        0.000669   0.000680     0.0000112
total              0.00104    0.00128      0.000236
-- worst max-delay path by stage --
stage / to / slack (ps) / depth (start not counted)
CTS: divide_clk[18] / 960 / 5
global route: divide_clk[9] / 850 / 4
finish: divide_clk[18] / 980 / 5
Power and IR drop assume default switching activity.
