==> flow/design.v <==
`timescale 1ns / 1ps
module ColorfulLight (
    input clk,   
    input rst,   
    input cin,   
    output reg [7:0] dout   
);
  reg [2:0] CS, NS;   
  wire clk_200Hz, clk_2Hz;   
  parameter [2:0] S0 = 3'b000, S1 = 3'b001, S2 = 3'b010, S3 = 3'b011, S4 = 3'b100;
  reg waiting;
  timer TIMER200 (
      .clk_in(clk),
      .clk_out(clk_200Hz),
      .output_freq(200)
  );
  timer TIMER2 (
      .clk_in(clk),
      .clk_out(clk_2Hz),
      .output_freq(2)
  );
  wire cin_real;
  debouncer Vcin (
      .clk(clk_200Hz),
      .in (cin),
      .out(cin_real)
  );
  always @(posedge clk) begin
    if (rst) CS <= S0;
    else CS <= NS;
  end
  always @(*) begin
    if (rst) NS = S0;
    else if (waiting) begin
      if (!cin_real) waiting = 0;
    end else begin
      if (cin_real) begin
        waiting = 1;
        case (CS)
          S0: NS = S1;
          S1: NS = S2;
          S2: NS = S3;
          S3: NS = S4;
          S4: NS = S0;
          default: NS = S0;
        endcase
      end
    end
  end
  reg [7:0] dout_s1;
  reg [7:0] dout_s2;
  reg [7:0] dout_s3;
  always @(posedge clk) begin
    case (CS)
      S0: begin   
        dout <= 8'b00000000;
        dout_s1 <= 8'b00000001;
        dout_s2 <= 8'b01010101;
        dout_s3 <= 8'b00000001;
      end
      S1: dout <= 8'b11111111;   
      S2: begin   
        if (clk_2Hz) begin
          dout <= dout_s1;
          dout_s1 <= {dout_s1[6:0], dout_s1[7]};
        end else dout <= dout;
      end
      S3: begin   
        if (clk_2Hz) begin
          dout <= dout_s3;
          dout_s3 <= {dout_s3[0], dout_s3[7:1]};
        end else dout <= dout;
      end
      S4: begin
        if (clk_2Hz) begin
          dout <= dout_s2;
          dout_s2 <= {dout_s2[6:0], dout_s2[7]};
        end else dout <= dout;
      end
      default: dout <= 8'b00000000;
    endcase
  end
endmodule
`timescale 1ns / 1ps
module timer (
    input clk_in,
    input [31:0] output_freq,   
    output clk_out
);
  reg [31:0] clk_count;
  reg rclk;
  always @(posedge clk_in) begin
    if (clk_count < (100000000 / output_freq) - 1) begin
      clk_count <= clk_count + 1;
      rclk <= 1'b0;
    end else begin
      clk_count <= 0;
      rclk <= 1'b1;
    end
  end
  assign clk_out = rclk;
endmodule
`timescale 1ns / 1ps
module debouncer (
    input clk,
    input in,
    output reg out
);
  reg [2:0] delay;
  initial {delay} = 3'b000;
  always @(posedge clk) begin
    delay[0] <= in;
    delay[1] <= delay[0];
    delay[2] <= delay[1];
  end
  always @(posedge clk)
    if ({delay} == 3'b111) out = 1;
    else out = 0;
endmodule
==> flow/run.sh <==
#!/bin/bash
# OpenROAD 26Q1-2900-gdf79404cd8, Yosys 0.63+post, stock flow scripts
make -C /OpenROAD-flow-scripts/flow DESIGN_CONFIG=/design/flow/config.mk WORK_HOME=/design/flow/orfs finish
==> flow/config.mk <==
export PLATFORM = sky130hd
export DESIGN_NAME = ColorfulLight
export DESIGN_NICKNAME = ColorfulLight
export VERILOG_FILES = /design/flow/design.v
export SDC_FILE = /design/flow/constraint.sdc
export NUM_CORES = 4
export LEC_CHECK = 1
export CORE_UTILIZATION = 50
==> flow/constraint.sdc <==
current_design ColorfulLight

set clk_period 4.4
set clk_io_pct 0.2

create_clock -name clk0 -period $clk_period [get_ports {clk}]

set non_clock_inputs [all_inputs -no_clocks]
set_input_delay [expr $clk_period * $clk_io_pct] -clock clk0 $non_clock_inputs
set_output_delay [expr $clk_period * $clk_io_pct] -clock clk0 [all_outputs]
==> flow_summary_export.csv <==
group,metric,value,unit
run_status,status,"finished clean",
synth,synth_cell_types,49,
cells_and_area,fin_util,59.15,%
drt,drc,0,
placed_design,place_area,4370,um^2
critical_path,cp.arrival,2.33,ns
timing,untimed_endpoints,8,
power,p_clk_share,41.9,%
job,warning_count,25,
global_routing,grt_pass1_vias,2342,
drt,ant_nets,0,
timing,relSlewSlack,45.05,%
synth,muxShareOfSynthArea,0,%
timing,hold_viol,0,
job,drv_cap,0,
floorplan,die_h,92.82,um
power,combPwrFrac,1.6,%
critical_path,worstSetupPathType,"reg -> reg",
floorplan,row_count,32,
critical_path,cpMaxStageDelayCell,"dfxtp_1",
timing,setup_ws,2.189,ns
timing,unclocked_pins,8,
clocking,holdBufCountCts,0,
synth,synth_area_per_cell,11.00,um^2
global_routing,grt_pass1_wl,10700,um
critical_path,cp_slowest_stage_delay,0.62,ns
cells_and_area,layout_top_cell,"dfxtp_1",
placed_design,place_congestion,0.8865,
floorplan,core_area,7848,um^2
drt,wire_per_inst,12.13,um
synth,synth-simple-area-share,21.91,%
global_routing,grtUsageTotal,16.40,%
critical_path,ff2ff_setup_slack,2.19,ns
timing,max_freq,452.4,MHz
synth,ys_sh_xor,8.708,%
global_routing,grt_max_degree,26,
drt,drtPass1Iterations,4,
timing,clock_skew,0.009956,ns
synth,yosys_register_bits,109,
timing,tightest_slew,0.8242,ns
synth,top_area_share,35.44,%
clocking,cts_buffer_depth,2,
clocking,cts_root_buf,"clkbuf_8",
placed_design,place_ws,2.238,ns
synth,netlist_logic_family_top,"simple AND/OR/NAND/NOR gates",
placed_design,dp.final_hpwl,4189,um
power,power.internal,1.421,mW
global_routing,gr-total-overflow,0,
critical_path,crit_path_end_kind,"flip-flop",
critical_path,crit_chain,"nor2b_1 > nor2b_1 > o21ai_0 > buf_4",
timing,setup_viol,0,
power,p_sw,0.3295,mW
synth,ff_type,"dfxtp_1",
drt,viasPerCell,4.994,
drt,n_antenna_cell,0,
hold_path,hp-class,"reg -> reg",
synth,syn-instance-count,375,
cells_and_area,drive_above_1_share,8.029,%
critical_path,required,4.52,ns
power,total_power,1.751,mW
clocking,cts.clk_slew.worst_paths,0.09,ns
clocking,clkLatencyLatePin,0.36,ns
clocking,htreeDepth,3,
cells_and_area,fin_area,4642,um^2
floorplan,io_pins,11,
power,p_per_area,377.2,nW/um^2
cells_and_area,fillCellCount,658,
clocking,cts_resized,0,
synth,yosys-stat-cells,375,
global_routing,antenna_found_initial,0,
synth,yosysChipArea,4124,um^2
critical_path,cp-start-kind,"flip-flop",
power,swShare,18.82,%
timing,finalCritPeriodShare,50.24,%
critical_path,path_common_cell,"nor2b_1",
timing,drv_slew,0,
floorplan,chip_area,8616,um^2
clocking,cts_buffers,9,
critical_path,worstPathMaxFanout,16,
synth,netlist_area,4124,um^2
synth,aoi_share,6.311,%
clocking,cts_tree,"yes",
cells_and_area,area_growth,12.56,%
power,peakVddDrop,0.2690,mV
drt,dr.first_iter.drc_count,132,
timing,grt_setup_unrepaired,"no",
synth,area_leaders,"dfxtp_1, edfxtp_1, xor2_1, nor2_1, xnor2_1",
placed_design,port_buffers,10,
synth,fa_ha_area_share,0.6068,%
drt,route.vias.total,2562,
drt,routed_wirelength,6221,um
power,p_seq_share,56.5,%
timing,finalCriticalPeriod,2.211,ns
synth,async_flop_share,0,%
synth,edf_count,32,
cells_and_area,mostFrequentLayoutCells,"dfxtp_1, nor2_1, edfxtp_1",
synth,yosys.area.top_type,"dfxtp_1",
clocking,post_cts_buffers,0,
floorplan,fp.dieW,92.82,um
timing,setup_tns,0,ns
power,p_leak,1.678,nW
floorplan,fp_util,52.55,%
synth,ys_warn_count,5,
-- critical path, delay by kind of cell (launching register included) --
family / cells / cell delay, ns
AOI/OAI and AO/OA: 1 / 0.18
buffers and inverters: 1 / 0.21
DFF: 1 / 0.62
and+or+nand+nor: 2 / 0.97
-- kinds of logic after synthesis --
group | Yosys count
buf+inv | 16
fa+ha+maj | 2
other cells | 1
latches | 4
compound gates | 39
simple gates | 167
xor+xnor | 41
flops | 105
-- final timing paths --
kind                                                  startpoint  depth (start not counted)                               end
worst max-delay path                            CS[2]$_SDFF_PP0_                          4                 dout[6]$_DFFE_PP_
worst min register to register  TIMER200.clk_count[0]$_SDFF_PP0_                          1  TIMER200.clk_count[0]$_SDFF_PP0_
worst max register to register                  CS[2]$_SDFF_PP0_                          4                 dout[6]$_DFFE_PP_
worst min-delay path            TIMER200.clk_count[0]$_SDFF_PP0_                          1  TIMER200.clk_count[0]$_SDFF_PP0_
-- per-layer routing --
metal / share of wire, % / track usage (%)
met5: 0 / 0
met4: 1.6 / 2.308
met3: 4.5 / 4.595
met2: 43 / 23.28
met1: 51 / 27.41
-- power groups by stage --
stage	Sequential, mW	Combinational, mW	Clock [mW]
final	0.989	0.0288	0.733
after global routing	0.992	0.0328	0.788
after CTS	0.989	0.0292	0.753
-- flip-flops by register name, summed over array words and instances (netlist names), 3 cells and up --
| signal | count |
|---|---|
| dout_s2 | 8 |
| dout | 8 |
| TIMER2.clk_count | 32 |
| TIMER200.clk_count | 32 |
| NS | 3 |
| CS | 3 |
| Vcin.delay | 3 |
| dout_s3 | 8 |
| dout_s1 | 8 |
-- area by class of cell --
type	count	area, um^2	area share, %
sequential	109	2482	53.48
multi-input combinational	268	1619	34.88
clock buffer	13	202.7	4.367
tap	102	127.6	2.749
timing repair buffer	13	122.6	2.642
clock inverter	3	68.82	1.482
inverter	5	18.77	0.4043
-- synth_stat cells (2+ instances only) --
master     n
a211oi_1   2
a21oi_1   12
a22oi_1    9
and2_1    14
and3_1    12
and3_2     4
buf_6      4
clkbuf_1   6
dfxtp_1   73
dlxtn_1    4
edfxtp_1  32
ha_1       2
inv_1      5
nand2_1   20
nand2b_1   7
nand3_1   11
nand4_1   11
nor2_1    51
nor2b_1   10
nor3_1     7
nor4_1     5
o22ai_1    8
xnor2_1   17
xor2_1    24
-- metrics by stage --
step,hold slack [ns],std cells
after global placement,0.4232,497
after CTS,0.4487,513
final,0.4470,513
after floorplan,0.4110,393
after detailed placement,0.4351,497
after global routing,0.4618,513
Power is estimated from default activity; no workload was simulated.
